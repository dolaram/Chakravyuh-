===== ./run.sh =====
#!/bin/bash
# OpenROAD 26Q1-2900-gdf79404cd8, Yosys 0.63+post, stock flow scripts
make -C /OpenROAD-flow-scripts/flow DESIGN_CONFIG=/design/flow/config.mk WORK_HOME=/design/flow/orfs finish

===== ./config.mk =====
export PLATFORM = sky130hd
export DESIGN_NAME = vedic8
export DESIGN_NICKNAME = vedic8
export VERILOG_FILES = /design/flow/design.v
export SDC_FILE = /design/flow/constraint.sdc
export NUM_CORES = 4
export LEC_CHECK = 1
export CORE_UTILIZATION = 30

===== ./constraint.sdc =====
current_design vedic8

set clk_period 9.7
set clk_io_pct 0.2

create_clock -name clk0 -period $clk_period

set non_clock_inputs [all_inputs -no_clocks]
set_input_delay [expr $clk_period * $clk_io_pct] -clock clk0 $non_clock_inputs
set_output_delay [expr $clk_period * $clk_io_pct] -clock clk0 [all_outputs]

===== ./design.v =====
module vedic8(a,b,c);   
input [7:0]a;
input [7:0]b;
output [15:0]c;
wire d,e,f;
wire [15:0]q0;	
wire [15:0]q1;	
wire [15:0]q2;
wire [15:0]q3;	
wire [15:0]c;
wire [7:0]temp1;
wire [11:0]temp2;
wire [11:0]temp3;
wire [11:0]temp4;
wire [7:0]q4;
wire [11:0]q5;
wire [11:0]q6;
vedic4 z1(a[3:0],b[3:0],q0[15:0]);
vedic4 z2(a[7:4],b[3:0],q1[15:0]);
vedic4 z3(a[3:0],b[7:4],q2[15:0]);
vedic4 z4(a[7:4],b[7:4],q3[15:0]);
assign temp1 ={4'b0000,q0[7:4]};
add8bit z5(q1[7:0],temp1,q4,d);
assign temp2 ={4'b0000,q2[7:0]};
assign temp3 ={q3[7:0],4'b0000};
add12bit z6(temp2,temp3,q5,e);
assign temp4={4'b0000,q4[7:0]};
add12bit z7(temp4,q5,q6,f);
assign c[3:0]=q0[3:0];
assign c[15:4]=q6[11:0];
endmodule
module vedic4(a,b,c);
input [3:0]a;
input [3:0]b;
output [7:0]c;
wire d,e,f;
wire [3:0]q0;	
wire [3:0]q1;	
wire [3:0]q2;
wire [3:0]q3;	
wire [7:0]c;
wire [3:0]temp1;
wire [5:0]temp2;
wire [5:0]temp3;
wire [5:0]temp4;
wire [3:0]q4;
wire [5:0]q5;
wire [5:0]q6;
vedic2 z1(a[1:0],b[1:0],q0[3:0]);
vedic2 z2(a[3:2],b[1:0],q1[3:0]);
vedic2 z3(a[1:0],b[3:2],q2[3:0]);
vedic2 z4(a[3:2],b[3:2],q3[3:0]);
assign temp1 ={2'b00,q0[3:2]};
add4bit z5(q1[3:0],temp1,q4,d);
assign temp2 ={2'b00,q2[3:0]};
assign temp3 ={q3[3:0],2'b00};
add6bit z6(temp2,temp3,q5,e);
assign temp4={2'b00,q4[3:0]};
add6bit z7(temp4,q5,q6,f);
assign c[1:0]=q0[1:0];
assign c[7:2]=q6[5:0];
endmodule
module vedic2(a,b,q);
input [1:0]a;
input [1:0]b;
output [3:0]q;
wire [3:0]q;
wire [3:0]temp;
assign q[0]=a[0]&b[0];
assign temp[0]=a[1]&b[0];
assign temp[1]=a[0]&b[1];
assign temp[2]=a[1]&b[1];
ha z1(temp[0],temp[1],q[1],temp[3]);
ha z2(temp[2],temp[3],q[2],q[3]);
endmodule
module ha(x,y,sum,carry);
input x,y;
output sum,carry;
assign carry=x&y;
assign sum=x^y;
endmodule
module fa(a,b,c,sum,carry);
input a,b,c;
output sum,carry;
wire d,e,f;
xor(sum,a,b,c);
and(d,a,b);
and(e,b,c);
and(f,a,c);
or(carry,d,e,f);
endmodule
module add4bit(a,b,sum,carry);
input [3:0] a ;
input [3:0] b ;
output [3:0]sum ;
output carry;
wire [2:0]s;
fa z0(a[0],b[0],1'b0,sum[0],s[0]);
fa z1(a[1],b[1],s[0],sum[1],s[1]);
fa z2(a[2],b[2],s[1],sum[2],s[2]);
fa z3(a[3],b[3],s[2],sum[3],carry);
endmodule
module add6bit(a,b,sum,carry);
input [5:0] a ;
input [5:0] b ;
output [5:0]sum ;
output carry;
wire [4:0]s;
fa z0(a[0],b[0],1'b0,sum[0],s[0]);
fa z1(a[1],b[1],s[0],sum[1],s[1]);
fa z2(a[2],b[2],s[1],sum[2],s[2]);
fa z3(a[3],b[3],s[2],sum[3],s[3]);
fa z4(a[4],b[4],s[3],sum[4],s[4]);
fa z5(a[5],b[5],s[4],sum[5],carry);
endmodule
module add8bit(a,b,sum,carry);
input [7:0] a ;
input [7:0] b ;
output [7:0]sum ;
output carry;
wire [6:0]s;
fa z0(a[0],b[0],1'b0,sum[0],s[0]);
fa z1(a[1],b[1],s[0],sum[1],s[1]);
fa z2(a[2],b[2],s[1],sum[2],s[2]);
fa z3(a[3],b[3],s[2],sum[3],s[3]);
fa z4(a[4],b[4],s[3],sum[4],s[4]);
fa z5(a[5],b[5],s[4],sum[5],s[5]);
fa z6(a[6],b[6],s[5],sum[6],s[6]);
fa z7(a[7],b[7],s[6],sum[7],carry);
endmodule
module add12bit(a,b,sum,carry);
input [11:0] a ;
input [11:0] b ;
output [11:0]sum ;
output carry;
wire [10:0]s;
fa z0(a[0],b[0],1'b0,sum[0],s[0]);
fa z1(a[1],b[1],s[0],sum[1],s[1]);
fa z2(a[2],b[2],s[1],sum[2],s[2]);
fa z3(a[3],b[3],s[2],sum[3],s[3]);
fa z4(a[4],b[4],s[3],sum[4],s[4]);
fa z5(a[5],b[5],s[4],sum[5],s[5]);
fa z6(a[6],b[6],s[5],sum[6],s[6]);
fa z7(a[7],b[7],s[6],sum[7],s[7]);
fa z8(a[8],b[8],s[7],sum[8],s[8]);
fa z9(a[9],b[9],s[8],sum[9],s[9]);
fa z10(a[10],b[10],s[9],sum[10],s[10]);
fa z11(a[11],b[11],s[10],sum[11],carry);
endmodule

==> results.toml <==
# yosys + openroad results
[sta]
finalSetupTns_ps = -441
finalSetupViolCount = 2
slew_headroom_pct = 80.6
maxSlewViolCount = 0
worst_slack_ps = -336
worst_slew_pin_slew_ps = 291
hold_viol_final = 0
fin_crit_sh_pct = 103
rsz0062_at_grt = "true"
whs_ps = 4630
fmax_ghz = 0.0996
min_period_ps = 10040

[finish]
syn_to_final_growth_pct = 22.4
final_common_cell = "inv_1"
ff_count = 0
drive_gt1_share_pct = 16.8
clkbuf_count = 0
final_core_util_pct = 38.7
fillerInstances = 745
seq_area_um2 = 0
stdcell_count = 391
logic_area_um2 = 2040
lay_top_cells = "inv_1, and2_1, ha_1"
fin_area_um2 = 2870

[die]
die-area_um2 = 8170
die_w_um = 90.4
die_y_um = 90.4
core_um2 = 7410
ios = 32
fp-utilization_pct = 31.6
num_rows = 31

[route]
vias = 1566
antenna_cells = 0
drt_iter0_drc = 40
ant_nets = 0
routed_wl_mm = 3.75
routedWlPerCell_um = 9.58
first_pass_iters = 4
remaining_drc_errors = 0
viasPerCell = 4.01

[logic_synthesis]
ys_seq_share_pct = 0
synth_area_per_cell_um2 = 8.91
netlist_area_um2 = 2340
ys_chip_area_um2 = 2340
ys_warn_count = 4
syn_inst = 263
yosysCellCount = 263
yosysUniqueCellTypes = 8

[worst_hold_path]
holdPathStages = 4
hold_path_class = "in2out"
min_from = "b[0]"
holdPathEnd = "c[0]"

[grt]
grt_pass1_wl_mm = 6.86
grt_max_degree = 9
first_global_vias = 1521
gr-total-overflow = 0
grt_antenna_before_repair = 0
grt_use_total_pct = 10.5

[critical_path]
worst-setup-path-type = "in2out"
crit_path_start_kind = "primary input"
end_kind = "output pin"
worstPathArrival_ps = 8100
worstPathRequired_ps = 7760
cp_max_fo = 2

[pwr]
total_power_uw = 305
p_leak_nw = 1.44
power.density_nw_per_um2 = 106
ir_drop_mv = 0.0786

[clocking]
ctsHoldBuffers = 0

[flow_run]
log.warning_count = 35
cap_violations = 0

[placement]
routabilityCongestion = 0.826
dp_hpwl_mm = 3.57
dp_slack_ps = -1220
postPlaceCellArea_um2 = 2880
dp.cells = 391
port_buffers = 32

[status]
status = "finished with violations"
violations = "setup timing"
worst max-delay path by stage:
stage	from	end	cells past startpoint
final	b[0]	c[15]	27
after global routing	b[0]	c[15]	27
after CTS	a[1]	c[15]	27
worst max-delay path: stages:
cell	delay [ps]
buf_6	90
and2_4	150
ha_4	150
ha_4	210
ha_4	150
inv_2	40
fa_2	430
fa_2	360
fa_2	390
fa_1	500
inv_2	40
fa_2	530
inv_2	40
fa_2	390
fa_2	390
fa_2	340
fa_2	350
fa_2	340
inv_2	60
fa_2	190
fa_2	220
ha_4	150
ha_4	130
ha_4	120
xor2_2	150
xnor2_1	130
buf_2	100
area by class of cell:
| cell class | count | area share, % |
|---|---|---|
| Multi-Input combinational cell | 164 | 71.0 |
| Timing Repair Buffer | 44 | 13.7 |
| Inverter | 84 | 11.0 |
| Tap cell | 99 | 4.32 |
metal layers:
metal  global-route usage, %  part of all wire [%]  vias up
li1                        -                     -      799
met1                    18.3                    53      741
met2                    15.4                    43       26
met3                   0.769                   3.9        0
met4                       0                     0        0
met5                       0                     0        -
synth_stat cells:
library cell / instances / area share, %
fa_1: 41 / 35
buf_4: 15 / 4.8
and2_1: 57 / 15
xor2_1: 3 / 1.1
ha_1: 52 / 28
nand2_1: 7 / 1.1
xnor2_1: 4 / 1.5
inv_1: 84 / 13
what timing repair did:
action                     CTS  global route
setup endpoints to repair    7             5
resized                     38             8
pin swaps                   23             6
setup buffers                0             0
cells by family after synthesis:
family        share of synthesized area (%)
xor+xnor                               2.62
simple gates                           16.3
buf+inv                                18.3
fa+ha+maj                              62.8
where the power goes:
part,internal (mW),leakage (nW),total (mW),switching (mW)
combinational,0.179,1.44,0.305,0.126
sequential,0,0,0,0
clock,0,0,0,0
total,0.179,1.44,0.305,0.126
Power is estimated from default activity; no workload was simulated.
